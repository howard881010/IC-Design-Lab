==> flow/design.v <==
module enigma_part1(clk,srstn,load,encrypt,crypt_mode,load_idx,code_in,code_out,code_valid);
input clk;                
input srstn;              
input load;               
input encrypt;            
input crypt_mode;         
input [8-1:0] load_idx;      
input [6-1:0] code_in;       
output reg [6-1:0] code_out;    
output reg code_valid;          
parameter IDLE = 2'b00, LOAD = 2'b01, READY = 2'b10;
integer i, j, k;
reg [1:0] state, new_state;
reg [6-1:0] new_rotorA_table[0:64-1];
reg [6-1:0] rotorA_table[0:64-1];
reg [6-1:0] reflector_table[0:64-1];
reg [6-1:0] rotA_o;
reg [6-1:0] ref_o;
reg new_code_valid;
reg [6-1:0] last_A;
reg [6-1:0] new_code_out;
always @(posedge clk) begin
    if(~srstn) begin
        state <= IDLE;
        code_out <= 0;
        code_valid <= 0;
    end
    else begin
        state <= new_state;
        code_out <= new_code_out;
        code_valid <= new_code_valid;
    end
end
always @* begin
    case(state)
        IDLE: begin
            if(load) begin
                new_state = LOAD;
            end
            else begin
                new_state = IDLE;
            end
        end
        LOAD: begin
            if(load) begin
                 new_state = LOAD;
            end
            else begin
                 new_state = READY;
            end
        end
        READY: new_state = READY;
        default: new_state = READY;
    endcase
    for (i=0; i<64; i = i+1) begin
        reflector_table[i] = 63-i;
    end
end
always @* begin
    for(i = 0; i < 64; i = i + 1) begin
        new_rotorA_table[i] = rotorA_table[i];
    end
    if(state == LOAD) begin
        new_rotorA_table[load_idx[5:0]] = code_in;
    end
    else if((new_code_valid==1) && (state==READY)) begin
        last_A = rotorA_table[63];
        for (i=62; i>=0; i = i-1) begin
            new_rotorA_table[i+1] = rotorA_table[i];
        end
        new_rotorA_table[0] = last_A;
    end
end
always @(posedge clk) begin
    for(j=0; j<64; j=j+1) begin
        rotorA_table[j] <= new_rotorA_table[j];
    end
end
always @* begin
    new_code_out = 0;
    new_code_valid = 0;
    rotA_o = 0;
    ref_o = 0;
    if((encrypt==1) && (state==READY)) begin
        rotA_o = rotorA_table[code_in];
        ref_o = reflector_table[rotA_o];
        new_code_valid = 1;
        case(ref_o)
            rotorA_table[0]: new_code_out = 0;
            rotorA_table[1]: new_code_out = 1;
            rotorA_table[2]: new_code_out = 2;
            rotorA_table[3]: new_code_out = 3;
            rotorA_table[4]: new_code_out = 4;
            rotorA_table[5]: new_code_out = 5;
            rotorA_table[6]: new_code_out = 6;
            rotorA_table[7]: new_code_out = 7;
            rotorA_table[8]: new_code_out = 8;
            rotorA_table[9]: new_code_out = 9;
            rotorA_table[10]: new_code_out = 10;
            rotorA_table[11]: new_code_out = 11;
            rotorA_table[12]: new_code_out = 12;
            rotorA_table[13]: new_code_out = 13;
            rotorA_table[14]: new_code_out = 14;
            rotorA_table[15]: new_code_out = 15;
            rotorA_table[16]: new_code_out = 16;
            rotorA_table[17]: new_code_out = 17;
            rotorA_table[18]: new_code_out = 18;
            rotorA_table[19]: new_code_out = 19;
            rotorA_table[20]: new_code_out = 20;
            rotorA_table[21]: new_code_out = 21;
            rotorA_table[22]: new_code_out = 22;
            rotorA_table[23]: new_code_out = 23;
            rotorA_table[24]: new_code_out = 24;
            rotorA_table[25]: new_code_out = 25;
            rotorA_table[26]: new_code_out = 26;
            rotorA_table[27]: new_code_out = 27;
            rotorA_table[28]: new_code_out = 28;
            rotorA_table[29]: new_code_out = 29;
            rotorA_table[30]: new_code_out = 30;
            rotorA_table[31]: new_code_out = 31;
            rotorA_table[32]: new_code_out = 32;
            rotorA_table[33]: new_code_out = 33;
            rotorA_table[34]: new_code_out = 34;
            rotorA_table[35]: new_code_out = 35;
            rotorA_table[36]: new_code_out = 36;
            rotorA_table[37]: new_code_out = 37;
            rotorA_table[38]: new_code_out = 38;
            rotorA_table[39]: new_code_out = 39;
            rotorA_table[40]: new_code_out = 40;
            rotorA_table[41]: new_code_out = 41;
            rotorA_table[42]: new_code_out = 42;
            rotorA_table[43]: new_code_out = 43;
            rotorA_table[44]: new_code_out = 44;
            rotorA_table[45]: new_code_out = 45;
            rotorA_table[46]: new_code_out = 46;
            rotorA_table[47]: new_code_out = 47;
            rotorA_table[48]: new_code_out = 48;
            rotorA_table[49]: new_code_out = 49;
            rotorA_table[50]: new_code_out = 50;
            rotorA_table[51]: new_code_out = 51;
            rotorA_table[52]: new_code_out = 52;
            rotorA_table[53]: new_code_out = 53;
            rotorA_table[54]: new_code_out = 54;
            rotorA_table[55]: new_code_out = 55;
            rotorA_table[56]: new_code_out = 56;
            rotorA_table[57]: new_code_out = 57;
            rotorA_table[58]: new_code_out = 58;
            rotorA_table[59]: new_code_out = 59;
            rotorA_table[60]: new_code_out = 60;
            rotorA_table[61]: new_code_out = 61;
            rotorA_table[62]: new_code_out = 62;
            rotorA_table[63]: new_code_out = 63;
            default: new_code_out = 0;
        endcase
    end
end
endmodule
==> flow/run.sh <==
#!/bin/bash
# OpenROAD 26Q1-2900-gdf79404cd8, Yosys 0.63+post, stock flow scripts
make -C /OpenROAD-flow-scripts/flow DESIGN_CONFIG=/design/flow/config.mk WORK_HOME=/design/flow/orfs finish
==> flow/config.mk <==
export PLATFORM = sky130hd
export DESIGN_NAME = enigma_part1
export DESIGN_NICKNAME = enigma_part1
export VERILOG_FILES = /design/flow/design.v
export SDC_FILE = /design/flow/constraint.sdc
export NUM_CORES = 4
export LEC_CHECK = 1
export CORE_UTILIZATION = 40
==> flow/constraint.sdc <==
current_design enigma_part1

set clk_period 26.6
set clk_io_pct 0.2

create_clock -name clk0 -period $clk_period [get_ports {clk}]

set non_clock_inputs [all_inputs -no_clocks]
set_input_delay [expr $clk_period * $clk_io_pct] -clock clk0 $non_clock_inputs
set_output_delay [expr $clk_period * $clk_io_pct] -clock clk0 [all_outputs]
==> out/qor.log <==
qor: pwr.power.leakage 10.3 nW
qor: final_timing.report.final.slew_viol_count 0
qor: worst_setup_path.startpoint_type input pin
qor: yosys.synthesis.area 25500 um2
qor: layout.sequential_cell_area 11700 um2
qor: pwr.power_per_standard_cell_area 62.1 nW/um2
qor: run_status.outcome completed
qor: clock_tree.post_cts.repair.setup_buffers 0
qor: clock_tree.ctsHoldBuffers 0
qor: clock_tree.cts_tree yes
qor: clock_tree.ctsLongestPathBuffers 3
qor: detailed_routing.drc_errors 0
qor: detailed_routing.avgViaCountPerCell 6.33
qor: hold_path.holdPathStages 2
qor: yosys.synth_cell_type_count 88
qor: final_timing.layout_worst_path_cycle_share 45.2%
qor: detailed_routing.detailedRoute.firstPassIterationCount 8
qor: yosys.yosys.stat.seqShare 46.0%
qor: final_timing.finalWorstPathRequiredPeriod 12.03 ns
qor: worst_setup_path.crit_path_end_kind flip-flop
qor: final_timing.count_of_final_setup_violators 0
qor: layout.drive_above_1_share 8.63%
qor: yosys.ys_warn_count 4
qor: worst_setup_path.worst_ep_required_time 27.10 ns
qor: die.top_level_ports 26
qor: clock_tree.cts_htree_levels 2
qor: detailed_routing.drt-total-wl 135 mm
qor: final_timing.setup_tns 0 ns
qor: worst_setup_path.worstPathMaxFanout 35
qor: yosys.ys_ff 394
qor: die.initCoreUtil 40.5%
qor: flow_run.maxCapViolations 0
qor: clock_tree.clock.latency.late_pin 0.61 ns
qor: clock_tree.clkSlewWorstSetupHoldPaths 0.06 ns
qor: clock_tree.clock_sinks 394
qor: die.die_y 254 um
qor: yosys.flop_cell edfxtp_1
qor: yosys.synth_cells 2748
qor: yosys.postSynthAreaPerCell 9.28 um2
qor: final_timing.timing.max_slew.rel_slack 14.2%
qor: global_route.global_route.overflow_total 0
qor: die.die_area 64700 um2
qor: layout.area_growth 10.7%
qor: final_timing.setup_repair_after_global_routing_missed_its_margin no
qor: clock_tree.root_buffer clkbuf_16
qor: pwr.ir_drop 0.0000453 V
qor: clock_tree.cts_repair_resize_count 0
qor: hold_path.hold_path_class flip-flop to flip-flop
qor: worst_setup_path.arrival 12.54 ns
qor: detailed_routing.detail_route.iter0.violations 2524
qor: final_timing.hold_viol 0
qor: global_route.grt_pass1_wl 184 mm
qor: die.placeableCoreArea 63000 um2
qor: final_timing.fin_skew 0.0308 ns
qor: placement.post-dp-hpwl 102 mm
qor: final_timing.max_freq 0.0831 GHz
qor: global_route.pin_count_of_the_biggest_net_entering_global_routing 143
qor: die.fp.dieW 254 um
qor: detailed_routing.vias 22700
qor: yosys.ys_chip_area 25500 um2
qor: layout.multiInputGateArea 11400 um2
qor: global_route.track_usage 44.8%
qor: yosys.async_reset_ff_share 0%
qor: die.placementRows 92
qor: layout.final_common_cell o21ai_0
qor: flow_run.stage_log_warnings 31
qor: pwr.fin_total_pwr 1.75 mW
qor: detailed_routing.wl_per_cell 37.6 um
qor: global_route.antenna_violations_before_repair 8
qor: global_route.vias_in_the_first_global_route 22000
qor: layout.num-fill-cells 6061
qor: worst_setup_path.worst_r2r_path_depth 16
qor: placement.port-buffer-count 22
qor: final_timing.worst-slew-pin-transition 1.27 ns
qor: worst_setup_path.worstSetupPathType input pin to flip-flop
qor: clock_tree.numCtsBuffers 47
qor: yosys.yosys-stat-cells 2748
qor: yosys.enable_flop_cells 384
qor: layout.most_frequent_cells_in_the_layout o21ai_0, inv_1, edfxtp_1
qor: placement.place_congestion 1.11
qor: detailed_routing.antenna_left 0
==> flip-flops by register name, indices dropped and copies added, names as in the netlist <==
name,cells
rotorA_table,384
code_valid,1
code_out,6
state,3
==> per-stage QoR <==
step | hold WS, ns | area (um2) | utilization, % | std cells | setup WS (ns)
2_1_floorplan | 0.430 | 25500 | - | 2748 | 17.30
3_3_place_gp | 0.450 | 26700 | 42.4 | 3507 | 14.15
3_5_place_dp | 0.450 | 26700 | 42.4 | 3507 | 14.20
4_1_cts | 0.466 | 28200 | 44.8 | 3592 | 14.82
5_1_grt | 0.484 | 28200 | 44.8 | 3592 | 14.61
6_report | 0.468 | 28200 | 44.8 | 3594 | 14.57
==> cells in the mapped netlist, drive strengths merged (5+ instances only) <==
| cell | n | area [um2] |
|---|---|---|
| or2 | 5 | 31.3 |
| xnor2 | 369 | 3230 |
| nand2 | 83 | 312 |
| nor4 | 68 | 450 |
| nand4 | 52 | 325 |
| and3b | 6 | 52.6 |
| inv | 393 | 1480 |
| o31ai | 12 | 90.1 |
| a32o | 10 | 100 |
| nor2 | 50 | 198 |
| a32oi | 18 | 158 |
| edfxtp | 384 | 11500 |
| nor3 | 19 | 106 |
| nor3b | 9 | 67.6 |
| mux2i | 5 | 50.1 |
| a22oi | 24 | 180 |
| dfxtp | 10 | 200 |
| buf | 92 | 554 |
| and4 | 9 | 78.8 |
| o21ai | 484 | 2420 |
| o2111ai | 13 | 114 |
| or3 | 11 | 68.8 |
| or4 | 7 | 56.3 |
| mux2 | 17 | 191 |
| and4b | 7 | 70.1 |
| a21boi | 7 | 52.6 |
| nand3 | 250 | 1250 |
| nand4b | 7 | 61.3 |
| a31oi | 15 | 93.8 |
| nand2b | 13 | 81.3 |
| o211ai | 17 | 128 |
| o22ai | 10 | 76.3 |
| nor4b | 7 | 88.8 |
| and2 | 10 | 62.6 |
| and3 | 22 | 138 |
| a21oi | 26 | 130 |
| nor2b | 9 | 56.3 |
| clkbuf | 124 | 469 |
==> layout make-up <==
type                    count  share of cell area (%)
inverters                 393                    5.23
multi-input cells        1745                    40.4
repair buffers            129                    3.63
flip-flops and latches    394                    41.6
clock inverters            28                   0.922
diodes                      2                  0.0177
well taps                 846                    3.75
clock buffers              57                    4.48
==> cells by family (layout without fill, tap and decap cells) <==
logic type | count (synthesis) | count (layout) | share of synthesized area (%)
multiplexers | 22 | 22 | 0.947
buffers and inverters | 609 | 607 | 9.80
XOR/XNOR | 369 | 369 | 12.7
AND/OR/NAND/NOR | 660 | 660 | 14.6
adder cells (fa/ha/maj) | 1 | 1 | 0.0393
flip-flops | 394 | 394 | 46.0
other | 0 | 2 | 0
AND-OR/OR-AND | 693 | 693 | 15.9
==> path summary, 6_finish.rpt <==
kind                                    end  slack [ns]                 from
worst min register to register     state[0]        0.47             state[0]
worst min-delay path               state[0]        0.47             state[0]
worst max register to register  code_out[0]       19.91  rotorA_table[42][2]
worst max-delay path            code_out[0]       14.57           code_in[4]
==> where the power goes <==
part	switching (mW)	total (mW)	internal (mW)
clock network	0.273	0.651	0.377
registers	0.0185	0.718	0.699
logic	0.254	0.383	0.129
==> critical path, cell delays in order <==
cell	delay, ns
buf_2	0.08
buf_4	0.40
buf_4	0.54
nor2b_4	0.19
buf_4	0.34
nand2_1	0.24
o2111ai_1	0.22
nor4_1	0.47
and4b_1	0.51
or2_4	0.51
buf_4	0.60
buf_4	0.48
xnor2_1	0.11
nor4_1	0.29
nand3_1	0.38
o2111ai_1	0.22
nand4b_1	0.17
a211oi_1	0.13
or4_1	0.78
a221oi_1	0.36
==> per-layer routing <==
layer,track usage [%],wire [um],up-vias
met3,23.0,19200,289
met4,20.0,8070,20
li1,-,-,9661
met5,3.08,381,-
met1,59.8,50300,11300
met2,62.2,57000,1466
Power figures rest on the tool's default switching activity, not on a simulated workload.
