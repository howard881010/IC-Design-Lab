File: /design/flow/run.sh
#!/bin/bash
# OpenROAD 26Q1-2900-gdf79404cd8, Yosys 0.63+post, stock flow scripts
make -C /OpenROAD-flow-scripts/flow DESIGN_CONFIG=/design/flow/config.mk WORK_HOME=/design/flow/orfs finish
File: /design/flow/config.mk
export PLATFORM = sky130hd
export DESIGN_NAME = Convnet_top
export DESIGN_NICKNAME = Convnet_top
export VERILOG_FILES = /design/flow/design.v
export SDC_FILE = /design/flow/constraint.sdc
export NUM_CORES = 4
export LEC_CHECK = 1
export CORE_AREA = 10 10 396 396
export DIE_AREA = 0 0 406 406
File: /design/flow/constraint.sdc
current_design Convnet_top

set clk_period 7.9
set clk_io_pct 0.2

create_clock -name clk0 -period $clk_period [get_ports {clk}]

set non_clock_inputs [all_inputs -no_clocks]
set_input_delay [expr $clk_period * $clk_io_pct] -clock clk0 $non_clock_inputs
set_output_delay [expr $clk_period * $clk_io_pct] -clock clk0 [all_outputs]
File: /design/flow/design.v
module Convnet_top #(
parameter CH_NUM = 4,
parameter ACT_PER_ADDR = 4,
parameter BW_PER_ACT = 12
)
(
input clk,                          
input rst_n,   
input enable,  
output busy,   
output valid,  
input [BW_PER_ACT-1:0] input_data,  
input [CH_NUM*ACT_PER_ADDR*BW_PER_ACT-1:0] sram_rdata_a0,
input [CH_NUM*ACT_PER_ADDR*BW_PER_ACT-1:0] sram_rdata_a1,
input [CH_NUM*ACT_PER_ADDR*BW_PER_ACT-1:0] sram_rdata_a2,
input [CH_NUM*ACT_PER_ADDR*BW_PER_ACT-1:0] sram_rdata_a3,
output [5:0] sram_raddr_a0,
output [5:0] sram_raddr_a1,
output [5:0] sram_raddr_a2,
output [5:0] sram_raddr_a3,       
output sram_wen_a0,
output sram_wen_a1,
output sram_wen_a2,
output sram_wen_a3,
output [CH_NUM*ACT_PER_ADDR-1:0] sram_wordmask_a,
output [5:0] sram_waddr_a,
output [CH_NUM*ACT_PER_ADDR*BW_PER_ACT-1:0] sram_wdata_a
);
parameter IDLE = 4'd0,  UNSHUFFLE = 4'd1; 	
reg [3:0]state, new_state;
Unshuffle U0(.state(state), .clk(clk), .rst_n(rst_n), .busy(busy), .valid(valid), .sram_wen_a0(sram_wen_a0), .sram_wen_a1(sram_wen_a1), .sram_wen_a2(sram_wen_a2), .sram_wen_a3(sram_wen_a3),
			 .sram_wordmask_a(sram_wordmask_a), .sram_waddr_a(sram_waddr_a), .sram_wdata_a(sram_wdata_a), .input_data(input_data));
always @(posedge clk) begin
	if(~rst_n) begin
		state <=0;
	end
	else begin
		state <= new_state;
	end
end
always @* begin
	case(state)
		IDLE: begin
			new_state = enable? UNSHUFFLE : IDLE;
		end
		UNSHUFFLE: begin
			new_state = valid? IDLE : UNSHUFFLE;
		end		
		default: begin
			new_state = IDLE;
		end	
	endcase
end
endmodule
module Unshuffle#(
parameter CH_NUM = 4,
parameter ACT_PER_ADDR = 4,
parameter BW_PER_ACT = 12
)
(
    input clk,                          
    input rst_n,   
    input [3:0] state,
    input [BW_PER_ACT-1:0] input_data,  
    output reg valid,
    output reg busy,
    output reg sram_wen_a0,
    output reg sram_wen_a1,
    output reg sram_wen_a2,
    output reg sram_wen_a3,
    output reg [CH_NUM*ACT_PER_ADDR-1:0] sram_wordmask_a,
    output reg [5:0] sram_waddr_a,
    output reg [CH_NUM*ACT_PER_ADDR*BW_PER_ACT-1:0] sram_wdata_a
);
reg [9:0]cnt, new_cnt;
reg [1:0]cnt_ch, new_cnt_ch;
reg [2:0]cnt_idx, new_cnt_idx;   
reg [4:0]cnt_wen, new_cnt_wen;
reg [5:0]addr_init;
reg new_valid;
always @(posedge clk) begin
	if(~rst_n) begin
		cnt <= 0;
		cnt_ch <= 0;
		cnt_idx <= 0;
		cnt_wen <= 0;
        valid <= 0;
	end
	else begin
		cnt <= new_cnt;
		cnt_ch <= new_cnt_ch;
		cnt_idx <= new_cnt_idx;
		cnt_wen <= new_cnt_wen;
        valid <= new_valid;
	end
end
always @* begin
    new_cnt = 0; 
	new_cnt_ch = 0;
	new_cnt_wen = 0;
    new_cnt_idx = 0;
	if(state == 1) begin
		new_cnt = cnt + 1;
		new_cnt_ch = cnt_ch + 1;
		new_cnt_wen = cnt_wen + 1;
        new_cnt_idx = cnt_idx;
		if(cnt == 111) begin 
			new_cnt = 0;
            new_cnt_idx = cnt_idx + 1;
        end
		if(cnt_ch == 3)
			new_cnt_ch = 0;
		if((cnt + 1) % 28 == 0)
			new_cnt_wen = 0;
	end
end
always @* begin
    busy = 1;
    new_valid = 0;
	if(state == 1) begin
		busy = 0;
		if(cnt==111 && cnt_idx == 6)
			new_valid = 1;	
	end
end
always @* begin
    addr_init = 0;
	sram_waddr_a = 0;
	if(cnt_idx == 0 || cnt_idx == 1) begin
		addr_init = 0;
		if((cnt >= 0 && cnt < 8)||(cnt >= 28 && cnt < 36)||(cnt >= 56 && cnt < 64)||(cnt >= 84 && cnt < 92))
			sram_waddr_a = addr_init;
		else if((cnt >= 8 && cnt < 16)||(cnt >= 36 && cnt < 44)||(cnt >= 64 && cnt < 72)||(cnt >= 92 && cnt < 100))
			sram_waddr_a = addr_init + 1;
		else if((cnt >= 16 && cnt < 24)||(cnt >= 44 && cnt < 52)||(cnt >= 72 && cnt < 80)||(cnt >= 100 && cnt < 108))
			sram_waddr_a = addr_init + 2;
		else if((cnt >= 24 && cnt < 28)||(cnt >= 52 && cnt < 56)||(cnt >= 80 && cnt < 84)||(cnt >= 108 && cnt < 112))
			sram_waddr_a = addr_init + 3;
	end
	else if(cnt_idx == 2 || cnt_idx == 3) begin
		addr_init = 6;
		if((cnt >= 0 && cnt < 8)||(cnt >= 28 && cnt < 36)||(cnt >= 56 && cnt < 64)||(cnt >= 84 && cnt < 92))
			sram_waddr_a = addr_init;
		else if((cnt >= 8 && cnt < 16)||(cnt >= 36 && cnt < 44)||(cnt >= 64 && cnt < 72)||(cnt >= 92 && cnt < 100))
			sram_waddr_a = addr_init + 1;
		else if((cnt >= 16 && cnt < 24)||(cnt >= 44 && cnt < 52)||(cnt >= 72 && cnt < 80)||(cnt >= 100 && cnt < 108))
			sram_waddr_a = addr_init + 2;
		else if((cnt >= 24 && cnt < 28)||(cnt >= 52 && cnt < 56)||(cnt >= 80 && cnt < 84)||(cnt >= 108 && cnt < 112))
			sram_waddr_a = addr_init + 3;
	end
	else if(cnt_idx == 4 || cnt_idx == 5) begin
		addr_init = 12;
		if((cnt >= 0 && cnt < 8)||(cnt >= 28 && cnt < 36)||(cnt >= 56 && cnt < 64)||(cnt >= 84 && cnt < 92))
			sram_waddr_a = addr_init;
		else if((cnt >= 8 && cnt < 16)||(cnt >= 36 && cnt < 44)||(cnt >= 64 && cnt < 72)||(cnt >= 92 && cnt < 100))
			sram_waddr_a = addr_init + 1;
		else if((cnt >= 16 && cnt < 24)||(cnt >= 44 && cnt < 52)||(cnt >= 72 && cnt < 80)||(cnt >= 100 && cnt < 108))
			sram_waddr_a = addr_init + 2;
		else if((cnt >= 24 && cnt < 28)||(cnt >= 52 && cnt < 56)||(cnt >= 80 && cnt < 84)||(cnt >= 108 && cnt < 112))
			sram_waddr_a = addr_init + 3;
	end
	else if(cnt_idx == 6) begin
		addr_init = 18;
		if((cnt >= 0 && cnt < 8)||(cnt >= 28 && cnt < 36)||(cnt >= 56 && cnt < 64)||(cnt >= 84 && cnt < 92))
			sram_waddr_a = addr_init;
		else if((cnt >= 8 && cnt < 16)||(cnt >= 36 && cnt < 44)||(cnt >= 64 && cnt < 72)||(cnt >= 92 && cnt < 100))
			sram_waddr_a = addr_init + 1;
		else if((cnt >= 16 && cnt < 24)||(cnt >= 44 && cnt < 52)||(cnt >= 72 && cnt < 80)||(cnt >= 100 && cnt < 108))
			sram_waddr_a = addr_init + 2;
		else if((cnt >= 24 && cnt < 28)||(cnt >= 52 && cnt < 56)||(cnt >= 80 && cnt < 84)||(cnt >= 108 && cnt < 112))
			sram_waddr_a = addr_init + 3;
	end
end
always @* begin
    sram_wen_a0 = 1;
    sram_wen_a1 = 1;
    sram_wen_a2 = 1;
    sram_wen_a3 = 1;
	if(state == 1) begin
		if(cnt_idx == 0 || cnt_idx == 2 || cnt_idx == 4 || cnt_idx == 6) begin
			if((cnt_wen >= 0 && cnt_wen < 4)||(cnt_wen >= 8 && cnt_wen < 12)||(cnt_wen >= 16 && cnt_wen < 20)||(cnt_wen >= 24 && cnt_wen < 28)) begin
				sram_wen_a0 = 0;
				sram_wen_a1 = 1;
				sram_wen_a2 = 1;
				sram_wen_a3 = 1;
			end
			else if((cnt_wen >= 4 && cnt_wen < 8)||(cnt_wen >= 12 && cnt_wen < 16)||(cnt_wen >= 20 && cnt_wen < 24)) begin
				sram_wen_a0 = 1;
				sram_wen_a1 = 0;
				sram_wen_a2 = 1;
				sram_wen_a3 = 1;
			end
		end	
		else if(cnt_idx == 1 || cnt_idx == 3 || cnt_idx == 5) begin
			if((cnt_wen >= 0 && cnt_wen < 4)||(cnt_wen >= 8 && cnt_wen < 12)||(cnt_wen >= 16 && cnt_wen < 20)||(cnt_wen >= 24 && cnt_wen < 28)) begin
				sram_wen_a0 = 1;
				sram_wen_a1 = 1;
				sram_wen_a2 = 0;
				sram_wen_a3 = 1;
			end
			else if((cnt_wen >= 4 && cnt_wen < 8)||(cnt_wen >= 12 && cnt_wen < 16)||(cnt_wen >= 20 && cnt_wen < 24)) begin
				sram_wen_a0 = 1;
				sram_wen_a1 = 1;
				sram_wen_a2 = 1;
				sram_wen_a3 = 0;
			end
		end
	end
end
always @* begin
	sram_wdata_a = 0;
    sram_wordmask_a = 16'b1111_1111_1111_1111;
	if(cnt >= 0 && cnt < 28) begin
		case(cnt_ch)
			0: begin
				sram_wdata_a[191:180] = input_data;
				sram_wordmask_a = 16'b0111_1111_1111_1111;
			end
			1: begin
				sram_wdata_a[143:132] = input_data;
				sram_wordmask_a = 16'b1111_0111_1111_1111;
			end
			2: begin
				sram_wdata_a[179:168] = input_data;
				sram_wordmask_a = 16'b1011_1111_1111_1111;
			end
			3: begin
				sram_wdata_a[131:120] = input_data;
				sram_wordmask_a = 16'b1111_1011_1111_1111;
			end
			default: begin
				sram_wdata_a = 0;
				sram_wordmask_a = 16'b1111_1111_1111_1111;		
			end
		endcase
	end
	else if(cnt >= 28 && cnt < 56) begin
		case(cnt_ch)
			0: begin
				sram_wdata_a[95:84] = input_data;
				sram_wordmask_a = 16'b1111_1111_0111_1111;
			end
			1: begin
				sram_wdata_a[47:36] = input_data;
				sram_wordmask_a = 16'b1111_1111_1111_0111;
			end
			2: begin
				sram_wdata_a[83:72] = input_data;
				sram_wordmask_a = 16'b1111_1111_1011_1111;
			end
			3: begin
				sram_wdata_a[35:24] = input_data;
				sram_wordmask_a = 16'b1111_1111_1111_1011;
			end
			default: begin
				sram_wdata_a = 0;
				sram_wordmask_a = 16'b1111_1111_1111_1111;		
			end
		endcase
	end
	else if(cnt >= 56 && cnt < 84) begin
		case(cnt_ch)
			0: begin
				sram_wdata_a[167:156] = input_data;
				sram_wordmask_a = 16'b1101_1111_1111_1111;
			end
			1: begin
				sram_wdata_a[119:108] = input_data;
				sram_wordmask_a = 16'b1111_1101_1111_1111;
			end
			2: begin
				sram_wdata_a[155:144] = input_data;
				sram_wordmask_a = 16'b1110_1111_1111_1111;
			end
			3: begin
				sram_wdata_a[107:96] = input_data;
				sram_wordmask_a = 16'b1111_1110_1111_1111;
			end
			default: begin
				sram_wdata_a = 0;
				sram_wordmask_a = 16'b1111_1111_1111_1111;		
			end
		endcase
	end
	else if(cnt >= 84 && cnt < 112) begin
		case(cnt_ch)
			0: begin
				sram_wdata_a[71:60] = input_data;
				sram_wordmask_a = 16'b1111_1111_1101_1111;
			end
			1: begin
				sram_wdata_a[23:12] = input_data;
				sram_wordmask_a = 16'b1111_1111_1111_1101;
			end
			2: begin
				sram_wdata_a[59:48] = input_data;
				sram_wordmask_a = 16'b1111_1111_1110_1111;
			end
			3: begin
				sram_wdata_a[11:0] = input_data;
				sram_wordmask_a = 16'b1111_1111_1111_1110;
			end
			default: begin
				sram_wdata_a = 0;
				sram_wordmask_a = 16'b1111_1111_1111_1111;		
			end
		endcase
	end
end
endmodule
==> results.tsv <==
stage	metric	value	unit
power_and_ir_drop	p_leak	2.63	nW
worst_setup_path	slowest_delay	0.77	ns
final_timing	worstMarginPinSlew	0.748	ns
flow_run	maxCapViolations	0	
route	drtPass1Iterations	5	
grt	grt_pass1_vias	4821	
synthesis	synth.cell_area	0.00378	sq mm
clocking	cts_sinks	23	
synthesis	synth_flops	23	
synthesis	yosysSeqAreaShare	0.122	
flow_run	tool_warnings	803	
clocking	hold_buffers	0	
final_timing	setup_tns	0	ns
power_and_ir_drop	peakVddDrop	0.0480	mV
layout	area_growth	121	%
power_and_ir_drop	internal_power	0.219	mW
final_timing	drv_slew	0	
worst_setup_path	cpMostUsedCell	and2_1	
power_and_ir_drop	seqPwrFrac	0.374	
route	wire_per_inst	10.0	microns
synthesis	ys_cells	579	
route	drtAntennaViolNets	0	
power_and_ir_drop	clock_power_share	0.363	
grt	grt_util_all_layers	0.0306	
placed_design	place.detailed.hpwl	21.3	mm
clocking	cts_root_buffer	clkbuf_16	
clocking	cts_tree	built	
floorplanning	die_w	406	microns
worst_setup_path	endpoint_kind	primary output	
synthesis	async_flop_share	0	
synthesis	syn_area_per_cell	6.53	sq um
synthesis	synthTopCellsByArea	and3_1, dfxtp_1, nor2_1, clkbuf_1, buf_4	
worst_setup_path	startpoint	U0.cnt[4]	
placed_design	place_congestion	0.815	
final_timing	finalHoldViolations	0	
clocking	clkSlewWorstSetupHoldPaths	0.07	ns
final_timing	timing.final.crit_period	4.96	ns
outcome	status	finished clean	
clocking	post_cts_buffers	0	
worst_setup_path	crit_family	simple AND/OR/NAND/NOR gates	
synthesis	top_area_cell	and3_1	
synthesis	yosys-stat-area	0.00378	sq mm
worst_setup_path	start_kind	register	
synthesis	edf_count	0	
route	drt-total-wl	27.0	mm
final_timing	rsz0062_at_grt	no	
synthesis	top_cell_area_share	0.243	
clocking	clockBufferDepth	2	
worst_setup_path	cp_slowest_cell	dfxtp_1	
layout	fillers	17400	
layout	drive_above_1_share	0.0661	
layout	stdcell_count	2702	
route	drc	0	
clocking	numCtsBuffers	3	
floorplanning	core.rowCount	141	
clocking	clock_latency	0.26	ns
synthesis	synthCells	579	
final_timing	period_used_share	0.627	
route	num_vias	4985	
clocking	cts-resized-gates	0	
placed_design	dp.cells	2697	
grt	grt_pass1_wl	36.3	mm
grt	grt_max_degree	49	
floorplanning	num_io_pins	1027	
floorplanning	chip_area	0.165	sq mm
clocking	htreeDepth	1	
route	via_per_inst	1.84	
hold_path	min_from	U0.cnt_wen[0]	
placed_design	portBuffers	233	
synthesis	flop_cell	dfxtp_1	
grt	antenna_found_initial	3	
power_and_ir_drop	pwr-share-comb	0.264	
power_and_ir_drop	p_sw	0.103	mW
worst_setup_path	required	6.32	ns
floorplanning	fp_util	0.0256	
floorplanning	die_h	406	microns
worst_setup_path	timing_worst_setup_path_type	reg -> out	
power_and_ir_drop	p_sw_frac	0.319	
synthesis	yosysWarnings	26	
power_and_ir_drop	powerDensity	38.5	mW/mm^2
worst_setup_path	path_buffers	2	
synthesis	yosysUniqueCellTypes	69	
hold_path	hp-class	reg -> reg	
worst_setup_path	path_cells	and2_1 -> nand2_1 -> o21ai_0 -> and2_1 -> buf_4 -> and3_1 -> clkdlybuf4s50_1	
final_timing	maxSlewHeadroom	0.498	
worst_setup_path	arrival	3.38	ns
floorplanning	core-area	0.148	sq mm
final_timing	fin_skew	0.00332	ns
grt	grt-ovfl-total	0	
route	drt_iter0_markers	468	
worst_setup_path	crit_path_max_fanout	36	
final_timing	setup_viol	0	
final_timing	fmax	202	MHz
worst_setup_path	timing.rr.start	U0.cnt[1]	
==> synth_stat cells, types with 7 or more instances <==
| cell type | number |
|---|---|
| and3_1 | 147 |
| ha_1 | 14 |
| nand3_1 | 11 |
| o21ai_0 | 19 |
| clkbuf_1 | 53 |
| a21oi_1 | 9 |
| a211oi_1 | 7 |
| a31oi_1 | 10 |
| nor3_1 | 10 |
| xnor2_1 | 8 |
| buf_4 | 26 |
| dfxtp_1 | 23 |
| nand2_1 | 52 |
| nor2_1 | 77 |
| inv_1 | 15 |
==> area by class of cell <==
cell class / count / area [sq um] / area share
well taps: 1930 / 2410 / 0.289
clock buffers: 3 / 75.1 / 0.00897
inverters: 15 / 56.3 / 0.00673
multi-input cells: 474 / 2850 / 0.341
flip-flops and latches: 23 / 460 / 0.0550
repair buffers: 255 / 2500 / 0.298
diodes: 1 / 2.50 / 0.000299
clock inverters: 1 / 7.51 / 0.000897
==> power groups by stage <==
stage                 clock network (mW)  logic (mW)  registers (mW)
after CTS                          0.119      0.0912           0.120
after global routing               0.122      0.0966           0.121
final                              0.117      0.0850           0.120
==> cells in the final DEF (no fill, tap or decap), drive strengths merged, types with 2 or more instances in the layout <==
cell type,n
a211o,3
and2,8
xnor2,8
a21boi,2
nand2,52
o21ai,20
nor4,6
and3,148
a311o,2
mux2i,3
nor2,78
or2,2
o22ai,2
dfxtp,23
conb,25
o21a,2
o211ai,4
and4,2
ha,14
a31o,3
a31oi,11
nand4,6
a221oi,2
nor3,11
nand2b,4
a211oi,8
clkdlybuf4s50,233
a21oi,9
buf,22
inv,15
o32ai,2
a2111o,2
nand3,13
xor2,4
clkbuf,3
==> flip-flops by register name, indices dropped and copies added, names as in the netlist <==
signal / flops
U0.cnt: 10
U0.cnt_ch: 2
U0.cnt_idx: 3
U0.cnt_wen: 5
U0.valid: 1
state: 2
==> logic make-up (layout without fill, tap and decap cells) <==
kind of cell | after synthesis | count (layout) | synth area share
simple gates | 336 | 336 | 0.476
buf+inv | 106 | 274 | 0.150
compound gates | 83 | 83 | 0.166
flops | 23 | 23 | 0.122
fa+ha+maj | 15 | 15 | 0.0490
xor+xnor | 12 | 12 | 0.0278
mux | 3 | 3 | 0.00795
other cells | 1 | 26 | 0.000992
==> per-stage QoR <==
step | util | area [sq um] | setup WS, ns | hold slack (ns) | total power [mW]
2_1_floorplan | - | 3870 | 4.37 | 0.416 | 0.153
3_3_place_gp | 0.0560 | 8280 | 2.99 | 0.438 | 0.214
3_5_place_dp | 0.0560 | 8280 | 3.01 | 0.438 | 0.214
4_1_cts | 0.0566 | 8370 | 2.93 | 0.451 | 0.331
5_1_grt | 0.0566 | 8370 | 2.68 | 0.458 | 0.339
6_report | 0.0566 | 8370 | 2.94 | 0.450 | 0.322
==> worst register-to-register path, cell delays in order, from the launching register on <==
cell and delay, ns:
dfxtp_1 0.56, ha_1 0.28, nand3_1 0.39, or3_1 0.56
and2_4 0.19, a311o_1 0.30, a22oi_4 0.32, o32ai_1 0.13
a211oi_1 0.43, o211ai_2 0.22, a31oi_1 0.22
==> path summary, 6_finish.rpt <==
check	end	slack, ns	cells past startpoint
setup / recovery	sram_wdata_a[118]	2.94	7
setup reg to reg	U0.cnt_wen[3]	4.24	10
hold / removal	U0.cnt_wen[0]	0.45	1
hold reg to reg	U0.cnt_wen[0]	0.45	1
==> per-layer routing <==
metal  vias up  global-route usage  routed length, microns
met4         0             0.00374                     371
met5         -                   0                       0
met2       263              0.0465                   12000
met3        14              0.0151                    3320
met1      2341              0.0401                   11300
li1       2367                   -                       -
Power and IR drop assume default switching activity.
