--- design/flow/design.v ---
module addr(
input conv_done,
input unshuffle_done,
input [3:0]state,
input clk,                          
input rst_n,   
output reg [5:0] sram_raddr_a0,
output reg [5:0] sram_raddr_a1,
output reg [5:0] sram_raddr_a2,
output reg [5:0] sram_raddr_a3,
output reg [5:0] sram_raddr_b0,
output reg [5:0] sram_raddr_b1,
output reg [5:0] sram_raddr_b2,
output reg [5:0] sram_raddr_b3,
output reg [9:0] sram_raddr_weight,
output reg [5:0] sram_raddr_bias,
output reg LOAD_DONE
);
reg [6:0]CNT, n_CNT; 
reg [6:0]CNT_BIAS, n_CNT_BIAS;
reg [9:0]CNT_WE, n_CNT_WE;
reg [3:0]CNT_ADDR, n_CNT_ADDR;
reg [3:0]CNT_ADDR_R, n_CNT_ADDR_R;
reg [4:0]addr_start01, addr_start23;
always @(posedge clk) begin
	if(~rst_n) begin
		CNT <= 0;
		CNT_BIAS <= 0;
		CNT_WE <= 0;
		CNT_ADDR <= 0;
		CNT_ADDR_R <= 0;
	end
	else begin
		CNT <= n_CNT;
		CNT_BIAS <= n_CNT_BIAS;
		CNT_WE <= n_CNT_WE;
		CNT_ADDR <= n_CNT_ADDR;
		CNT_ADDR_R <= n_CNT_ADDR_R;
	end
end
always @* begin
	n_CNT = 0;
	n_CNT_BIAS = 0;
	n_CNT_WE = 0; 
	n_CNT_ADDR = 0;
	n_CNT_ADDR_R = 0;
	LOAD_DONE = 0;
	if(state == 1 && unshuffle_done)
		n_CNT_WE = CNT_WE + 1;
	else if(state == 2) begin
		n_CNT = CNT + 1;
		n_CNT_WE = CNT_WE + 1;
		n_CNT_BIAS = CNT_BIAS;
		n_CNT_ADDR = 0;
		if(CNT == 3) begin
			LOAD_DONE = 1;
			n_CNT_WE = CNT_WE;
			n_CNT_ADDR = 1;
			n_CNT_ADDR_R = 0;
			n_CNT = 0;
		end
	end
	else if(state == 3) begin
		n_CNT = CNT;
		n_CNT_ADDR_R = CNT_ADDR_R;
		n_CNT_WE = CNT_WE;
		n_CNT_ADDR = CNT_ADDR + 1;
		n_CNT_BIAS = CNT_BIAS;
		if(conv_done)
			n_CNT_BIAS = CNT_BIAS +1;
		if (CNT_ADDR == 5 && CNT_ADDR_R ==5) begin
			n_CNT_ADDR_R = 0;
			n_CNT_ADDR = 0;
		end
		else if(CNT_ADDR == 5) begin
			n_CNT_ADDR = 0;
			n_CNT_ADDR_R = CNT_ADDR_R + 1;
		end
		if(conv_done)
			n_CNT_WE = CNT_WE + 1;
	end
	else if (state == 4) begin
		n_CNT = CNT;
		n_CNT_ADDR_R = CNT_ADDR_R;
		n_CNT_WE = CNT_WE;
		n_CNT_ADDR = CNT_ADDR + 1;
		n_CNT_BIAS = CNT_BIAS;
		if(conv_done)
			n_CNT_BIAS = CNT_BIAS +1;
		if (CNT_ADDR == 4 && CNT_ADDR_R == 4) begin
			n_CNT_ADDR_R = 0;
			n_CNT_ADDR = 0;
		end
		else if(CNT_ADDR == 4) begin
			n_CNT_ADDR = 0;
			n_CNT_ADDR_R = CNT_ADDR_R + 1;
		end
		if(conv_done)
			n_CNT_WE = CNT_WE + 1;
	end
end
always @* begin
	case(CNT_ADDR_R) //synopsys parallel_case
		0: begin
			addr_start01 =0;
			addr_start23 =0;
		end
		1: begin
			addr_start01 =6;
			addr_start23 =0;
		end
		2: begin
			addr_start01 =6;
			addr_start23 =6;
		end
		3: begin
			addr_start01 =12;
			addr_start23 =6;
		end
		4: begin
			addr_start01 =12;
			addr_start23 =12;
		end
		5: begin
			addr_start01 =18;
			addr_start23 =12;
		end
		default: begin
			addr_start01 =0;
			addr_start23 =0;		
		end
	endcase
end
always @* begin
	sram_raddr_bias = CNT_BIAS;
	sram_raddr_weight = CNT_WE;
	sram_raddr_a0 = 0;
	sram_raddr_a1 = 0;
	sram_raddr_a2 = 0;
	sram_raddr_a3 = 0;
	sram_raddr_b0 = 0;
	sram_raddr_b1 = 0;
	sram_raddr_b2 = 0;
	sram_raddr_b3 = 0;
	if(state == 2) begin
		sram_raddr_a0 = 0;
		sram_raddr_a1 = 0;
		sram_raddr_a2 = 0;
		sram_raddr_a3 = 0;
		sram_raddr_b0 = 0;
		sram_raddr_b1 = 0;
		sram_raddr_b2 = 0;
		sram_raddr_b3 = 0;
	end
    else if(state == 3) begin
        sram_raddr_b0 = 0;
        sram_raddr_b1 = 0;
        sram_raddr_b2 = 0;
        sram_raddr_b3 = 0;
        case(CNT_ADDR)
            0: begin
                sram_raddr_a0 = addr_start01;
				sram_raddr_a1 =	addr_start01;
				sram_raddr_a2 =	addr_start23;
				sram_raddr_a3 =	addr_start23;
            end
            1: begin
                sram_raddr_a0 = addr_start01 +1;
				sram_raddr_a1 =	addr_start01;
				sram_raddr_a2 =	addr_start23 +1;
				sram_raddr_a3 =	addr_start23;
            end
            2: begin
                sram_raddr_a0 = addr_start01 +1;
				sram_raddr_a1 =	addr_start01 +1;
				sram_raddr_a2 =	addr_start23 +1;
				sram_raddr_a3 =	addr_start23 +1;
            end
            3: begin
                sram_raddr_a0 = addr_start01 +2;
				sram_raddr_a1 =	addr_start01 +1;
				sram_raddr_a2 =	addr_start23 +2;
				sram_raddr_a3 =	addr_start23 +1;
            end	
            4: begin
                sram_raddr_a0 = addr_start01 +2;
				sram_raddr_a1 =	addr_start01 +2;
				sram_raddr_a2 =	addr_start23 +2;
				sram_raddr_a3 =	addr_start23 +2;
            end
            5: begin
                sram_raddr_a0 = addr_start01 +3;
				sram_raddr_a1 =	addr_start01 +2;
				sram_raddr_a2 =	addr_start23 +3;
				sram_raddr_a3 =	addr_start23 +2;
            end	
			default: begin
                sram_raddr_a0 = addr_start01;
				sram_raddr_a1 =	addr_start01;
				sram_raddr_a2 =	addr_start23;
				sram_raddr_a3 =	addr_start23;
			end
		endcase
    end
	else if (state == 4) begin
		case(CNT_ADDR) 
			0: begin
                sram_raddr_a0 = addr_start01;
				sram_raddr_a1 =	addr_start01;
				sram_raddr_a2 =	addr_start23;
				sram_raddr_a3 =	addr_start23;
			end
			1: begin
				sram_raddr_a0 = addr_start01 + 1;
				sram_raddr_a1 =	addr_start01 + 1;
				sram_raddr_a2 =	addr_start23;
				sram_raddr_a3 =	addr_start23;
			end
			2: begin
				sram_raddr_a0 = addr_start01 + 1;
				sram_raddr_a1 =	addr_start01 + 1;
				sram_raddr_a2 =	addr_start23 + 1;
				sram_raddr_a3 =	addr_start23 + 1;
			end
			3: begin
				sram_raddr_a0 = addr_start01 + 2;
				sram_raddr_a1 =	addr_start01 + 1;
				sram_raddr_a2 =	addr_start23 + 2;
				sram_raddr_a3 =	addr_start23 + 1;
			end
			4: begin
				sram_raddr_a0 = addr_start01 + 2;
				sram_raddr_a1 =	addr_start01 + 2;
				sram_raddr_a2 =	addr_start23 + 2;
				sram_raddr_a3 =	addr_start23 + 2;
			end
		endcase
	end
end
endmodule
--- design/flow/run.sh ---
#!/bin/bash
# OpenROAD 26Q1-2900-gdf79404cd8, Yosys 0.63+post, stock flow scripts
make -C /OpenROAD-flow-scripts/flow DESIGN_CONFIG=/design/flow/config.mk WORK_HOME=/design/flow/orfs finish
--- design/flow/config.mk ---
export PLATFORM = sky130hd
export DESIGN_NAME = addr
export DESIGN_NICKNAME = addr
export VERILOG_FILES = /design/flow/design.v
export SDC_FILE = /design/flow/constraint.sdc
export NUM_CORES = 4
export LEC_CHECK = 1
export CORE_UTILIZATION = 40
--- design/flow/constraint.sdc ---
current_design addr

set clk_period 4.2
set clk_io_pct 0.2

create_clock -name clk0 -period $clk_period [get_ports {clk}]

set non_clock_inputs [all_inputs -no_clocks]
set_input_delay [expr $clk_period * $clk_io_pct] -clock clk0 $non_clock_inputs
set_output_delay [expr $clk_period * $clk_io_pct] -clock clk0 [all_outputs]
==> ci_impl_report.md <==
### Yosys + OpenROAD results

| Metric | Value |
|---|---|
| IO Port Bufs | `46` |
| Antenna Diode Count | `0` |
| Drt wl/cell | `13.8 um` |
| Crit end category | `output port` |
| Total power | `0.692 mW` |
| Area reported by Yosys stat | `2880 um^2` |
| Distinct cells, synth | `67` |
| IO Pins | `73` |
| FF-to-FF path depth | `6` |
| Flop pwr share | `0.431` |
| Via count | `2733` |
| Grt met3 use | `0.0240` |
| Register area share after synthesis | `0.215` |
| Worst setup path class | `in2out` |
| Max clock buf depth | `2` |
| Most numerous logic cell after layout | `clkdlybuf4s50_1` |
| Syn Area/Cell | `7.89 um^2` |
| Clock Power Share | `0.454` |
| Combinational share of power | `0.115` |
| Chip area | `7550 um^2` |
| Gate count of the mapped netlist | `365` |
| NetSw | `0.171 mW` |
| Rel. slew slack | `0.529` |
| DRC | `0` |
| RSZ-0062 raised after global routing | `false` |
| Fraction of post-synthesis cell area in the top cell type by area | `0.215` |
| Row Count | `30` |
| YS warnings | `2` |
| Hold depth | `2` |
| CP peak stage delay | `530 ps` |
| HP Start | `CNT_WE[9]` |
| Post-CTS Hold Buffers | `0` |
| CTS sink cnt | `31` |
| R2R Setup Slk | `2130 ps` |
| GR Overflow Total | `0` |
| Req. time, crit path | `3360 ps` |
| Worst Tran Pin Value | `707 ps` |
| Async S/R FF share, synth | `0` |
| F_max | `255 MHz` |
| Final Slew Violations | `0` |
| Static Leak | `1.28 nW` |
| Global Route met1 Usage | `0.325` |
| Latency at later pin | `290 ps` |
| Detail-routed via count per cell | `5.39` |
| H-tree levels | `2` |
| Worst r2r dst | `CNT_ADDR_R[1]` |
| CP max FO | `10` |
| EDFF count, synth | `0` |
| Synth Register Bits | `31` |
| Total negative slack | `0 ps` |
| Mapped Area | `2880 um^2` |
| Hold Path Sink | `CNT_WE[9]` |
| Final HPWL from detailed placement | `5140 um` |
| Core ar. | `6870 um^2` |
| Largest net degree at the start of global routing | `18` |
| Root Buffer | `clkbuf_8` |
| Aggregate global-route resource usage | `0.196` |
| Final Hold Vio Count | `0` |
| Total Wirelength | `6990 um` |
| Hold WC Path Type | `reg2reg` |
| Status | `finished, final reports clean` |
| Post-route minimum period | `3920 ps` |
| Arrival time worst endpoint | `3080 ps` |
| Top cells by area, synth | `dfxtp_1, buf_4, ha_1` |
| Antenna violations before repair | `0` |
| Routability cong. | `0.915` |
| Log Warnings | `33` |
| Cell family with most CP delay | `buffers and inverters` |
| RR Startpoint | `CNT_ADDR[0]` |
| Final Skew | `9.79 ps` |
| Worst-path cell chain | `clkdlybuf4s50_1 > buf_4 > or3b_2 > a21o_1 > a211oi_1 > clkdlybuf4s50_1` |
| Fillers | `673` |
| Setup-failing EPs final | `0` |
| Main synth FF type | `dfxtp_1` |
| Clk pin slew, worst setup/hold paths | `70 ps` |
| Layout cells sized above 1 | `0.0973` |
| Peak VDD IR | `0.000154 V` |
| GRT met2 Usage | `0.278` |
| Startpoint Class | `input port` |
| Pre-Place Util | `0.419` |
| Int Pwr | `0.520 mW` |
| PD cells | `199 nW/um^2` |
| DR pass1 iterations | `5` |
| Hold Slack | `486 ps` |
| Slowest CP cell | `clkdlybuf4s50_1` |
| Final period utilization | `0.934` |
| Switching Share | `0.247` |
| CTS tree | `yes` |
| Most frequent CP cell | `clkdlybuf4s50_1` |
| Yosys stat cell total | `365` |
| Busiest grt layer | `met1` |
| First-pass GRT wire length | `11600 um` |
| Placed Area | `3360 um^2` |
| TritonCTS Buffers | `5` |
| Detailed Route Iter0 Violations | `150` |
| Crit path buf inv count | `3` |
| MaxCap Viol Count | `0` |
| Finished Cell Area | `3480 um^2` |
| Final ANT Viol Nets | `0` |
| Top cells excl fill/tap | `clkdlybuf4s50_1, dfxtp_1, nor2_1, conb_1, nand3_1` |
| Leading area contributor after synthesis | `dfxtp_1` |
| Area grow syn2layout | `20.8%` |
| Vias in the first global route | `2289` |
| Die width | `86.9 um` |
| Die span in y | `86.9 um` |
-- final cells by class --
class	count	area, um^2	share of cell area
sequential	31	621	0.178
multi-input combinational	298	2000	0.575
clock buffer	6	82.6	0.0237
timing repair buffer	61	573	0.165
tap	96	120	0.0345
inverter	13	48.8	0.0140
clock inverter	2	35.0	0.0101
-- sequential cells by signal, summed over array words and instances (netlist names) --
register / flops
CNT_ADDR: 4
CNT: 7
CNT_ADDR_R: 4
CNT_WE: 10
CNT_BIAS: 6
-- power by group through the flow --
| stage | clock network, mW | logic [mW] | registers [mW] |
|---|---|---|---|
| 5_1_grt | 0.335 | 0.0891 | 0.298 |
| 4_1_cts | 0.318 | 0.0797 | 0.298 |
| 6_report | 0.314 | 0.0797 | 0.298 |
-- synthesized netlist by cell type, drive strengths merged (2+ instances only) --
cell and count:
a21o 4, inv 13, mux2i 18, and3 3, or4 2, or4b 3
nand2 18, clkbuf 13, xor2 7, ha 15, a32oi 2, and2 2
nand2b 3, nand3b 13, nor3 12, dfxtp 31, o21ai 21, and4 3
o211ai 4, a211oi 3, a22oi 7, buf 35, nor4 7, or3 5
a2111oi 3, a31oi 2, xnor2 2, o22ai 7, nand3 22, nand4 5
nor2 26, or2 2, a21oi 21, and3b 2, nor2b 6, nor4b 5
-- cells by family after synthesis --
logic type | after synthesis | share of synthesized area
simple gates | 143 | 0.294
compound gates | 86 | 0.208
buf+inv | 61 | 0.122
flops | 31 | 0.215
mux | 19 | 0.0664
fa+ha+maj | 15 | 0.0651
xor+xnor | 9 | 0.0274
other cells | 1 | 0.00130
-- metrics by stage --
| step | utilization | setup slack, ps | instances |
|---|---|---|---|
| finish | 0.507 | 278 | 507 |
| global route | 0.507 | 44.6 | 507 |
| CTS | 0.507 | 208 | 507 |
| detailed placement | 0.490 | 297 | 499 |
| global placement | 0.490 | 303 | 499 |
| floorplan | - | 1180 | 390 |
-- worst reg2reg max path, cell delays in order (launching register included) --
cell      delay [ps]
dfxtp_1          350
inv_1            100
ha_1             320
nand3b_1         220
a22oi_1          640
nand3b_1         250
o22ai_1           90
-- worst max-delay path by stage --
| stage | from | end | depth (start not counted) |
|---|---|---|---|
| CTS | CNT_ADDR_R[0] | sram_raddr_a0[3] | 11 |
| global route | CNT_ADDR_R[0] | sram_raddr_a0[3] | 10 |
| finish | state[2] | sram_raddr_a1[0] | 6 |
-- routing by layer --
layer	share of wire	vias to the layer above	wire length [um]
met4	0.020	0	140
li1	-	1381	-
met1	0.49	1243	3450
met2	0.43	96	3030
met3	0.054	13	376
met5	0	-	0
-- repair_timing --
action | CTS | global route
endpoints found under the setup margin | 0 | 1
buffers inserted | 0 | 0
resized | 0 | 1
Power is estimated from default activity; no workload was simulated.
