--- flow/design.v ---
module unshuffle #(
parameter CH_NUM = 4,
parameter ACT_PER_ADDR = 4,
parameter BW_PER_ACT = 12
)
(
input [3:0]state,
input clk,                          
input rst_n,   
output reg busy,   
output reg valid,  
input [BW_PER_ACT-1:0] input_data,  
output reg sram_wen_a0,
output reg sram_wen_a1,
output reg sram_wen_a2,
output reg sram_wen_a3,
output reg [CH_NUM*ACT_PER_ADDR-1:0] sram_wordmask_a,
output reg [5:0] sram_waddr_a,
output reg [CH_NUM*ACT_PER_ADDR*BW_PER_ACT-1:0] sram_wdata_a
);
parameter UNSUFFULE = 4'd1; 
reg n_valid;
reg [9:0]CNT, n_cnt;
reg [1:0]CNT_PIXEL, n_cnt_pixel;
reg [2:0]CNT_IDX, n_CNT_IDX;   
reg [4:0]cnt_wen, n_cnt_wen;
reg [5:0]addr_offset;
always @(posedge clk) begin
	if(~rst_n) begin
		CNT   <= 0;
		CNT_PIXEL <= 0;
		CNT_IDX <= 0;
		cnt_wen <= 0;
		valid <= 0;
	end
	else begin
		CNT   <= n_cnt;
		CNT_PIXEL <= n_cnt_pixel;
		CNT_IDX <= n_CNT_IDX;
		cnt_wen <= n_cnt_wen;
		valid <= n_valid;
	end
end
always @* begin
	if(state == UNSUFFULE) begin
		n_cnt = CNT + 1;
		n_cnt_pixel = CNT_PIXEL + 1;
		n_cnt_wen = cnt_wen + 1;
		if(CNT == 111)
			n_cnt = 0;
		if(CNT_PIXEL == 3)
			n_cnt_pixel = 0;
		if(CNT==27 || CNT==55 || CNT==83 || CNT==111)
			n_cnt_wen = 0;
	end
	else begin
		n_cnt = 0; 
		n_cnt_pixel = 0;
		n_cnt_wen = 0;
	end
end
always @* begin
	if(state == UNSUFFULE) begin
		if(CNT == 111)
			n_CNT_IDX = CNT_IDX + 1;
		else
			n_CNT_IDX = CNT_IDX;
	end
	else begin
		n_CNT_IDX = 0;
	end
end
always @* begin
	busy = 1;
	n_valid = 0;
	if(state == UNSUFFULE) begin
		busy = 0;
		n_valid = 0;
		if(CNT==111 && CNT_IDX==6)
			n_valid = 1;	
	end
end
always @* begin
	if(CNT_IDX==0 || CNT_IDX==1) begin
		addr_offset = 0;
		if((CNT>=0 && CNT<8)||(CNT>=28 && CNT<36)||(CNT>=56 && CNT<64)||(CNT>=84 && CNT<92))
			sram_waddr_a = addr_offset;
		else if((CNT>=8 && CNT<16)||(CNT>=36 && CNT<44)||(CNT>=64 && CNT<72)||(CNT>=92 && CNT<100))
			sram_waddr_a = addr_offset + 1;
		else if((CNT>=16 && CNT<24)||(CNT>=44 && CNT<52)||(CNT>=72 && CNT<80)||(CNT>=100 && CNT<108))
			sram_waddr_a = addr_offset + 2;
		else if((CNT>=24 && CNT<28)||(CNT>=52 && CNT<56)||(CNT>=80 && CNT<84)||(CNT>=108 && CNT<112))
			sram_waddr_a = addr_offset + 3;
		else
			sram_waddr_a = 0;
	end
	else if(CNT_IDX==2 || CNT_IDX==3) begin
		addr_offset = 6;
		if((CNT>=0 && CNT<8)||(CNT>=28 && CNT<36)||(CNT>=56 && CNT<64)||(CNT>=84 && CNT<92))
			sram_waddr_a = addr_offset;
		else if((CNT>=8 && CNT<16)||(CNT>=36 && CNT<44)||(CNT>=64 && CNT<72)||(CNT>=92 && CNT<100))
			sram_waddr_a = addr_offset + 1;
		else if((CNT>=16 && CNT<24)||(CNT>=44 && CNT<52)||(CNT>=72 && CNT<80)||(CNT>=100 && CNT<108))
			sram_waddr_a = addr_offset + 2;
		else if((CNT>=24 && CNT<28)||(CNT>=52 && CNT<56)||(CNT>=80 && CNT<84)||(CNT>=108 && CNT<112))
			sram_waddr_a = addr_offset + 3;
		else
			sram_waddr_a = 0;
	end
	else if(CNT_IDX==4 || CNT_IDX==5) begin
		addr_offset = 12;
		if((CNT>=0 && CNT<8)||(CNT>=28 && CNT<36)||(CNT>=56 && CNT<64)||(CNT>=84 && CNT<92))
			sram_waddr_a = addr_offset;
		else if((CNT>=8 && CNT<16)||(CNT>=36 && CNT<44)||(CNT>=64 && CNT<72)||(CNT>=92 && CNT<100))
			sram_waddr_a = addr_offset + 1;
		else if((CNT>=16 && CNT<24)||(CNT>=44 && CNT<52)||(CNT>=72 && CNT<80)||(CNT>=100 && CNT<108))
			sram_waddr_a = addr_offset + 2;
		else if((CNT>=24 && CNT<28)||(CNT>=52 && CNT<56)||(CNT>=80 && CNT<84)||(CNT>=108 && CNT<112))
			sram_waddr_a = addr_offset + 3;
		else
			sram_waddr_a = 0;
	end
	else if(CNT_IDX==6) begin
		addr_offset = 18;
		if((CNT>=0 && CNT<8)||(CNT>=28 && CNT<36)||(CNT>=56 && CNT<64)||(CNT>=84 && CNT<92))
			sram_waddr_a = addr_offset;
		else if((CNT>=8 && CNT<16)||(CNT>=36 && CNT<44)||(CNT>=64 && CNT<72)||(CNT>=92 && CNT<100))
			sram_waddr_a = addr_offset + 1;
		else if((CNT>=16 && CNT<24)||(CNT>=44 && CNT<52)||(CNT>=72 && CNT<80)||(CNT>=100 && CNT<108))
			sram_waddr_a = addr_offset + 2;
		else if((CNT>=24 && CNT<28)||(CNT>=52 && CNT<56)||(CNT>=80 && CNT<84)||(CNT>=108 && CNT<112))
			sram_waddr_a = addr_offset + 3;
		else
			sram_waddr_a = 0;
	end
	else begin
		addr_offset = 0;
		sram_waddr_a = 0;
	end
end
always @* begin
	if(state == UNSUFFULE) begin
		if(CNT_IDX==0 || CNT_IDX==2 || CNT_IDX==4 || CNT_IDX ==6) begin
			if((cnt_wen>=0 && cnt_wen<4)||(cnt_wen>=8 && cnt_wen<12)||(cnt_wen>=16 && cnt_wen<20)||(cnt_wen>=24 && cnt_wen<28)) begin
				sram_wen_a0 = 0;
				sram_wen_a1 = 1;
				sram_wen_a2 = 1;
				sram_wen_a3 = 1;
			end
			else if((cnt_wen>=4 && cnt_wen<8)||(cnt_wen>=12 && cnt_wen<16)||(cnt_wen>=20 && cnt_wen<24)) begin
				sram_wen_a0 = 1;
				sram_wen_a1 = 0;
				sram_wen_a2 = 1;
				sram_wen_a3 = 1;
			end
			else begin
				sram_wen_a0 = 1;
				sram_wen_a1 = 1;
				sram_wen_a2 = 1;
				sram_wen_a3 = 1;
			end
		end	
		else if(CNT_IDX==1 || CNT_IDX==3 || CNT_IDX==5) begin
			if((cnt_wen>=0 && cnt_wen<4)||(cnt_wen>=8 && cnt_wen<12)||(cnt_wen>=16 && cnt_wen<20)||(cnt_wen>=24 && cnt_wen<28)) begin
				sram_wen_a0 = 1;
				sram_wen_a1 = 1;
				sram_wen_a2 = 0;
				sram_wen_a3 = 1;
			end
			else if((cnt_wen>=4 && cnt_wen<8)||(cnt_wen>=12 && cnt_wen<16)||(cnt_wen>=20 && cnt_wen<24)) begin
				sram_wen_a0 = 1;
				sram_wen_a1 = 1;
				sram_wen_a2 = 1;
				sram_wen_a3 = 0;
			end
			else begin
				sram_wen_a0 = 1;
				sram_wen_a1 = 1;
				sram_wen_a2 = 1;
				sram_wen_a3 = 1;
			end
		end
		else begin
			sram_wen_a0 = 1;
			sram_wen_a1 = 1;
			sram_wen_a2 = 1;
			sram_wen_a3 = 1;
		end
	end
	else begin
		sram_wen_a0 = 1;
		sram_wen_a1 = 1;
		sram_wen_a2 = 1;
		sram_wen_a3 = 1;
	end
end
always @* begin
	sram_wdata_a = 0;
	if(CNT >= 0 && CNT < 28) begin
		case(CNT_PIXEL)
			0: begin
				sram_wdata_a[191:180] = input_data;
				sram_wordmask_a = 16'b0111_1111_1111_1111;
			end
			1: begin
				sram_wdata_a[143:132] = input_data;
				sram_wordmask_a = 16'b1111_0111_1111_1111;
			end
			2: begin
				sram_wdata_a[179:168] = input_data;
				sram_wordmask_a = 16'b1011_1111_1111_1111;
			end
			3: begin
				sram_wdata_a[131:120] = input_data;
				sram_wordmask_a = 16'b1111_1011_1111_1111;
			end
			default: begin
				sram_wdata_a = 0;
				sram_wordmask_a = 16'b1111_1111_1111_1111;		
			end
		endcase
	end
	else if(CNT >= 28 && CNT < 56) begin
		case(CNT_PIXEL)
			0: begin
				sram_wdata_a[95:84] = input_data;
				sram_wordmask_a = 16'b1111_1111_0111_1111;
			end
			1: begin
				sram_wdata_a[47:36] = input_data;
				sram_wordmask_a = 16'b1111_1111_1111_0111;
			end
			2: begin
				sram_wdata_a[83:72] = input_data;
				sram_wordmask_a = 16'b1111_1111_1011_1111;
			end
			3: begin
				sram_wdata_a[35:24] = input_data;
				sram_wordmask_a = 16'b1111_1111_1111_1011;
			end
			default: begin
				sram_wdata_a = 0;
				sram_wordmask_a = 16'b1111_1111_1111_1111;		
			end
		endcase
	end
	else if(CNT >= 56 && CNT < 84) begin
		case(CNT_PIXEL)
			0: begin
				sram_wdata_a[167:156] = input_data;
				sram_wordmask_a = 16'b1101_1111_1111_1111;
			end
			1: begin
				sram_wdata_a[119:108] = input_data;
				sram_wordmask_a = 16'b1111_1101_1111_1111;
			end
			2: begin
				sram_wdata_a[155:144] = input_data;
				sram_wordmask_a = 16'b1110_1111_1111_1111;
			end
			3: begin
				sram_wdata_a[107:96] = input_data;
				sram_wordmask_a = 16'b1111_1110_1111_1111;
			end
			default: begin
				sram_wdata_a = 0;
				sram_wordmask_a = 16'b1111_1111_1111_1111;		
			end
		endcase
	end
	else if(CNT >= 84 && CNT < 112) begin
		case(CNT_PIXEL)
			0: begin
				sram_wdata_a[71:60] = input_data;
				sram_wordmask_a = 16'b1111_1111_1101_1111;
			end
			1: begin
				sram_wdata_a[23:12] = input_data;
				sram_wordmask_a = 16'b1111_1111_1111_1101;
			end
			2: begin
				sram_wdata_a[59:48] = input_data;
				sram_wordmask_a = 16'b1111_1111_1110_1111;
			end
			3: begin
				sram_wdata_a[11:0] = input_data;
				sram_wordmask_a = 16'b1111_1111_1111_1110;
			end
			default: begin
				sram_wdata_a = 0;
				sram_wordmask_a = 16'b1111_1111_1111_1111;		
			end
		endcase
	end
	else begin
		sram_wdata_a = 0;
		sram_wordmask_a = 16'b1111_1111_1111_1111;	
	end
end
endmodule
--- flow/run.sh ---
#!/bin/bash
# OpenROAD 26Q1-2900-gdf79404cd8, Yosys 0.63+post, stock flow scripts
make -C /OpenROAD-flow-scripts/flow DESIGN_CONFIG=/design/flow/config.mk WORK_HOME=/design/flow/orfs finish
--- flow/config.mk ---
export PLATFORM = sky130hd
export DESIGN_NAME = unshuffle
export DESIGN_NICKNAME = unshuffle
export VERILOG_FILES = /design/flow/design.v
export SDC_FILE = /design/flow/constraint.sdc
export NUM_CORES = 4
export LEC_CHECK = 1
export CORE_AREA = 10 10 145 145
export DIE_AREA = 0 0 155 155
--- flow/constraint.sdc ---
current_design unshuffle

set clk_period 4.5
set clk_io_pct 0.2

create_clock -name clk0 -period $clk_period [get_ports {clk}]

set non_clock_inputs [all_inputs -no_clocks]
set_input_delay [expr $clk_period * $clk_io_pct] -clock clk0 $non_clock_inputs
set_output_delay [expr $clk_period * $clk_io_pct] -clock clk0 [all_outputs]
==> flow_summary.toml <==
# synthesis and place-and-route metrics
[run_status]
status = "completed"

[final_timing]
slew_viol_final = 0
hold_violations = 0
fin_skew_ns = 0.003328
setup-violations-final = 0
tightestPinTransition_ns = 0.7260
setup_tns_ns = 0
period_used_share = 0.8044
grt_setup_unrepaired = "false"
period_minus_slack_ns = 3.620
max_freq_ghz = 0.2762
slew_headroom = 0.5153
hold_slack_ns = 0.4882

[die]
fp_util = 0.1564
core_um2 = 17960
die-area_um2 = 24030
die_w_um = 155
std_cell_rows = 49
ioPinCount = 238
die_y_um = 155

[logic_synthesis]
netlist.area_leader.share = 0.3274
yosysTopAreaCell = "and3_1"
yosys_cells = 450
ys_warn_count = 1
synth_area_per_cell_um2 = 6.242
ys_ff = 21
ys_seq_share = 0.1497
ys_area_um2 = 2809
netlist_instances = 450
netlist_area_um2 = 2809
topCellsByArea = "and3_1, dfxtp_1, nor2_1"
synth_cell_types = 45

[critical_path]
crit_buf_inv = 3
start_kind = "input pin"
r2r.worst_path.cells = 4
crit_required_ns = 3.60
cpMostUsedCell = "clkdlybuf4s50_1"
arrival_ns = 2.72
cp.depth = 5
crit_chain = "clkdlybuf4s50_1 -> nor4b_1 -> inv_1 -> or3_1 -> clkdlybuf4s50_1"
reg2reg_from = "CNT[5]$_SDFF_PP0_"
slowest_stage = "nor4b_1"
critPathMaxFanout = 4
critPathTopFamily = "buffers and inverters"
endpoint_kind = "output port"
reg2reg_to = "CNT[8]$_SDFF_PP0_"
crit_path_start = "state[1]"
rrSetupSlack_ns = 2.51
worst-setup-path-type = "input pin to output port"
cpPeakStageDelay_ns = 0.48
endpoint = "sram_wen_a0"

[global_route]
grt_pass1_vias = 3556
grt_pass1_wl_um = 22960
track_usage = 0.1196
antenna_found_initial = 0
gr-total-overflow = 0
grt_max_degree = 53

[route]
routed_wl_um = 15740
drt_iter0_markers = 232
drc = 0
final_antenna_net_count = 0
via_per_inst = 4.371
first_pass_iters = 4
via_count = 3807
wl_per_cell_um = 18.07

[clocking]
hold_buffers = 0
cts_made_buffers = 3
cts_setup_buffers = 0
ctsResizeCount = 0
path_clk_slew_ns = 0.06
htreeDepth = 1
cts_tree = "built"
clock_path_buffers = 2
clkSinkCount = 21
cts-root-buf = "clkbuf_16"
clk_latency_ns = 0.26

[power]
swShare = 0.2362
power.share.combinational = 0.149
intPower_w = 0.0003379
cellLeakagePower_nw = 2.351
pwr-share-seq = 0.423
clockPowerShare = 0.429
peakVddDrop_v = 0.0001009
powerDensity_nw_per_um2 = 82.17
p_sw_w = 0.0001045

[place]
place_hpwl_um = 11940
io_buffers = 236
routabilityCongestion = 0.8123
dp.cells = 866

[cells_and_area]
stdcell_count = 871
syn_to_final_growth_pct = 91.67
final_common_cell = "clkdlybuf4s50_1"
final_cell_mix = "clkdlybuf4s50_1, and3_1, nor2_1"
drive_gt1_frac = 0.02964

[run]
maxCapViolations = 0
warnings = 36

[worst_hold_path]
hold_path.class = "flop to flop"
[power by group through the flow]
stage / Combinational (W) / Clock [W] / Sequential (W)
final: 0.0000658 / 0.000190 / 0.000187
after global routing: 0.0000714 / 0.000200 / 0.000187
after CTS: 0.0000665 / 0.000192 / 0.000187
[worst min-delay path by stage]
stage                     start                end  slack, ns  cells after the start
finish        CNT[0]$_SDFF_PP0_  CNT[0]$_SDFF_PP0_       0.49                      1
global route  CNT[0]$_SDFF_PP0_  CNT[0]$_SDFF_PP0_       0.51                      1
CTS           CNT[0]$_SDFF_PP0_  CNT[0]$_SDFF_PP0_       0.49                      1
[sequential cells by signal (all words and copies together), names as in the netlist]
name,count
cnt_wen,5
CNT,10
CNT_PIXEL,2
valid,1
CNT_IDX,3
[cells in the mapped netlist]
master	count
a21boi_0	2
a21o_1	1
a21oi_1	7
a221oi_1	1
a31o_2	1
a31oi_1	1
and3_1	147
and3b_1	1
buf_1	1
buf_2	9
buf_4	1
clkbuf_1	47
clkbuf_2	1
conb_1	1
dfxtp_1	21
ha_1	14
inv_1	13
mux2i_1	1
nand2_1	39
nand2b_1	1
nand3_1	9
nand3b_1	1
nand4_1	3
nor2_1	74
nor2b_1	1
nor3_1	10
nor3_2	1
nor3_4	1
nor3b_1	2
nor4b_1	1
o211a_1	1
o211ai_1	4
o21a_1	2
o21ai_0	6
o21bai_1	1
o22ai_1	1
o2bb2ai_1	1
o311ai_4	1
or2_0	1
or2_2	1
or3_1	3
or3b_1	1
or4_1	1
xnor2_1	9
xor2_1	4
[layout make-up]
type,instances,area (um2)
clock buffers,3,75.07
inverters,13,48.80
clock inverters,1,5.005
fillers,1941,12580
multi-input cells,357,2108
well taps,229,286.5
repair buffers,246,2437
diodes,1,2.502
flip-flops and latches,21,420.4
[through the flow]
stage	worst slack, ns	util	power [W]	instance area (um2)
5_1_grt	0.7388	0.2996	0.0004581	5381
6_report	0.8801	0.2997	0.0004424	5384
3_5_place_dp	0.8822	0.2951	0.0002575	5301
3_3_place_gp	0.8840	0.2951	0.0002576	5301
2_1_floorplan	1.861	-	0.0002097	2809
4_1_cts	0.8804	0.2996	0.0004457	5381
[cells by family after synthesis]
group | count (synthesis) | synth area share
other cells | 1 | 0.001335
fa+ha+maj | 14 | 0.06236
compound gates | 30 | 0.07662
flops | 21 | 0.1497
xor+xnor | 13 | 0.04053
mux | 1 | 0.003564
simple gates | 298 | 0.5639
buf+inv | 72 | 0.1020
[layer usage]
| metal | global-route usage | part of all wire | vias up | wire length (um) |
|---|---|---|---|---|
| met2 | 0.2181 | 0.53 | 120 | 8321 |
| met1 | 0.1424 | 0.39 | 1770 | 6101 |
| li1 | - | - | 1907 | - |
| met4 | 0.01260 | 0.0098 | 0 | 155 |
| met5 | 0 | 0 | - | 0 |
| met3 | 0.02855 | 0.074 | 10 | 1158 |
Power figures rest on the tool's default switching activity, not on a simulated workload.
